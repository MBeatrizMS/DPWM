--- design.v ---
`timescale 1ns / 1ps
module Contador_2_bits(
 input wire clk,
 input wire rst,
 output reg [1:0]Count=0
);
always @(posedge clk)
      if (!rst)
         Count <= 0;
      else
         Count <= (Count + 1'd1);
endmodule
`timescale 1ns / 1ps
module Convertidor_Binario_BCD(
   input  [9:0] N_Binario,
   output reg [3:0] Millares,
	output reg [3:0] Centenas,
   output reg [3:0] Decenas,
   output reg [3:0] Unidades
   );
   reg [25:0] shiftreg;
   integer i;
   always @(N_Binario)
   begin
      shiftreg[25:0] = 0; 
      shiftreg[9:0] = N_Binario;
      for (i=0; i<=9; i=i+1)  
		begin
         if (shiftreg[25:22] >= 5)  
            shiftreg[25:22] = shiftreg[25:22] + 2'd3;  
         if (shiftreg[21:18] >= 5)  
            shiftreg[21:18] = shiftreg[21:18] + 2'd3;
         if (shiftreg[17:14] >= 5) 
            shiftreg[17:14] = shiftreg[17:14] + 2'd3; 
			if (shiftreg[13:10] >= 5) 
            shiftreg[13:10] = shiftreg[13:10] + 2'd3;
         shiftreg = shiftreg << 1;  
      end 
      Millares = shiftreg[25:22];
   	Centenas = shiftreg[21:18];
      Decenas  = shiftreg[17:14];
      Unidades  = shiftreg[13:10];
   end
endmodule
`timescale 1ns / 1ps
module Deco_2_a_4(
   input wire [1:0]IN,
	input wire EN,
	output reg [3:0]OUT
   );
	always @ *
      if (!EN)
         OUT <= 4'h0;
      else
         case (IN)
            2'b00   : OUT <= 4'b1110;
            2'b01   : OUT <= 4'b1101;
            2'b10   : OUT <= 4'b1011;
            2'b11   : OUT <= 4'b0111;
            default : OUT <= 4'b1111;
         endcase
endmodule
`timescale 1ns / 1ps
module Deco_BinariotoSseg(
input wire [3:0] bin,
output reg [6:0] sseg 
);
always @*
begin
	case (bin)               
		4'b0000: sseg[6:0] = 7'b0000001; 
		4'b0001: sseg[6:0] = 7'b1001111; 
		4'b0010: sseg[6:0] = 7'b0010010; 
		4'b0011: sseg[6:0] = 7'b0000110; 
		4'b0100: sseg[6:0] = 7'b1001100; 
		4'b0101: sseg[6:0] = 7'b0100100; 
		4'b0110: sseg[6:0] = 7'b0100000; 
		4'b0111: sseg[6:0] = 7'b0001111; 
		4'b1000: sseg[6:0] = 7'b0000000; 
		4'b1001: sseg[6:0] = 7'b0000100; 
		default: sseg[6:0] = 7'b0111000; 
	endcase
end
endmodule
`timescale 1ns / 1ps
module Divisor_Frecuencia(
    input wire CLK_IN,
    output reg CLK_OUT=0
   );
	 reg [17:0]contador=0;  
	 always @(posedge CLK_IN)
		if(contador == 18'd200000)  
         begin
		   contador <= 18'd0; 
         CLK_OUT <= ~CLK_OUT;
			end
		else 
			begin
			contador <= contador + 1'd1;
			end 
endmodule   
`timescale 1ns / 1ps
module MUX_4a1(
input wire [3:0]I0,I1,I2,I3,
input wire [1:0]S,
output reg [3:0]Y
);
always @(S,I0,I1,I2,I3)
      case (S)
         2'b00: Y = I0;
         2'b01: Y = I1;
         2'b10: Y = I2;
         2'b11: Y = I3;
      endcase
endmodule
`timescale 1ns / 1ps
module Modulo_Displays(
input wire [9:0]Num_Bin,
input wire clk,
output wire [6:0]Catodos,
output wire [3:0]Anodos
);
wire [3:0] w1,w2,w3,w4,w5;
wire [1:0] w6;
wire w7;
Divisor_Frecuencia DivisordeFrecuencia (
    .CLK_IN(clk), 
    .CLK_OUT(w7)
    );
Convertidor_Binario_BCD BinariotoBCD ( 
    .N_Binario(Num_Bin), 
    .Millares(w1), 
    .Centenas(w2), 
    .Decenas(w3), 
    .Unidades(w4)
    );
MUX_4a1 MUX_Displays_4a1 (
    .I0(w1), 
    .I1(w2), 
    .I2(w3), 
    .I3(w4), 
    .S(w6), 
    .Y(w5)
    );
Contador_2_bits Contador_Displays (
    .clk(w7), 
    .rst(1'b1), 
    .Count(w6)
	 );
Deco_BinariotoSseg Deco_BCD_7SEG (
    .bin(w5), 
    .sseg(Catodos)
    );
Deco_2_a_4 Decodificadorde2a4(
    .IN(w6), 
    .EN(1'b1), 
    .OUT(Anodos)
    );
endmodule
--- run.sh ---
#!/bin/bash
# OpenROAD 26Q1-2900-gdf79404cd8, Yosys 0.63+post, stock flow scripts
make -C /OpenROAD-flow-scripts/flow DESIGN_CONFIG=/design/flow/config.mk WORK_HOME=/design/flow/orfs finish
--- config.mk ---
export PLATFORM = sky130hd
export DESIGN_NAME = Modulo_Displays
export DESIGN_NICKNAME = Modulo_Displays
export VERILOG_FILES = /design/flow/design.v
export SDC_FILE = /design/flow/constraint.sdc
export NUM_CORES = 4
export LEC_CHECK = 1
export CORE_UTILIZATION = 40
--- constraint.sdc ---
current_design Modulo_Displays

set clk_period 11.0
set clk_io_pct 0.2

create_clock -name clk0 -period $clk_period [get_ports {clk}]

set non_clock_inputs [all_inputs -no_clocks]
set_input_delay [expr $clk_period * $clk_io_pct] -clock clk0 $non_clock_inputs
set_output_delay [expr $clk_period * $clk_io_pct] -clock clk0 [all_outputs]
==> results.txt <==
yosys + openroad results -> Die Area ~9000 sq um, syn_area_per_cell 7.93 sq um, ys flop type dfxtp_1, post-DP HPWL around 7.0 mm, routability cong. approximately 0.90, Netlist cell types roughly 96, critical path class in2out, Ports 22, PnR worst setup slack around 0.11 ns, drt drc 0, global-route wire length before repair 15.8 mm, slowest stage cell, crit path clkdlybuf4s50_1, cell family with the largest share of critical-path delay buffers and inverters, clock skew approximately 0.0037 ns, CTS H-tree depth 1, drt first-iter violations 134, gr ovfl total 0, row count 33, register area share after synthesis between 10% and 20%, CP Data Required Time between 8 and 9 ns, count of unclocked register or latch pins 2, fmax 91.8 MHz, clock tree root buffer cell clkbuf_8, status finished, final reports clean, Final Hold Fails 0, number of global-route vias before repair roughly 3,500, Post-DRT Antenna Nets 0, top cells by count, synth 35 x nor2_1, 31 x nand2_1, 29 x inv_1, Yosys warnings 6, OpenROAD warning count 38, Final Max Slew Viols 0, Pre-Place Util a little over 40%, number of max-cap violations 0, layout cells sized above 1 45.0%, sum of negative setup slack 0 ns, yosys synthesis chip area about 3400 sq um, drt pass-1 iters 5, Area growth syn-to-layout 57.6%, CP startpoint kind input port, Least-Margin Pin Slew about 0.7 ns, Placeable Area between 8000 and 9000 sq um, antenna violations before repair 0, DR vias ~3,900, Worst Path Buf+Inv 21, Placed Instance Area 4590 sq um, number of enable flip-flop cells 1, Yosys top cell by instances nor2_1, Via density between 5 and 6, gr usage total ~22%, path depth of the worst reg2reg path 4, Die H 93.7 um, Period Utilization, post-route approximately 99%, routed length per instance 13.9 um, FILL cells approximately 600, Cell area leaders dfxtp_1 12%, ha_1 10%, nor2_1 3.9%, Yosys top cell by area dfxtp_1, hold slack ~0.48 ns, Longest Clk Path Bufs 2, Async SR Flop Fraction 0%, CP Max Fanout 4, crit-path max cell delay about 0.47 ns, final WL slightly below 10 mm, Finished Cell Area 5300 sq um, largest net degree at the start of global routing 16, Worst EP arrival a little under 9 ns, CTS tree done, Setup crit end kind output port, Period minus WS final between 10 and 15 ns, hold path cells 1, Worst path depth about 47, worst skew pair latency between 0.2 and 0.3 ns, yosys stat cell total ~420, Place WS -0.594 ns, Max-area cell share roughly an eighth, post-synthesis cell area around 3400 sq um, Worst path most repeated cell buf_4, Die X 93.7 um, max_slew headroom a little over half, ant diodes 0, pwr dens 234 nW/um^2, port buffer count 21, final setup fails 0, Hold/Removal Path Class reg2reg, Yosys reg bits 21, CTS buffer count 3, clock transition at the registers of the reported paths about 0.070 ns, leak pwr between 2 and 2.5 nW, endpoints left unconstrained 6, Hold Buf Count CTS 0, maximum vdd drop 115 uV, Mapped Cells 424
[stage by stage]
step,std cells,utilization (%),total power [W]
after floorplan,424,-,0.000579
after global placement,661,56.1,0.000979
after detailed placement,661,56.1,0.000977
after CTS,685,60.8,0.00112
after global routing,703,64.8,0.00135
final,703,64.8,0.00124
[metal layers]
layer	part of all wire [%]	up-vias	global-route usage [%]
met2	42	95	33.1
met4	0.39	0	1.28
met1	53	1799	36.7
met5	0	-	0
met3	4.4	6	0.741
li1	-	1964	-
[sequential cells by signal, indices dropped and copies added, names as in the netlist]
signal and cells:
Contador_Displays.Count 2, DivisordeFrecuencia.contador 18, DivisordeFrecuencia.CLK_OUT 1
[cells by family (layout without fill, tap and decap cells)]
| kind of cell | Yosys count | after routing | synth area share [%] |
|---|---|---|---|
| compound gates | 130 | 130 | 32.5 |
| flops | 21 | 21 | 12.8 |
| xor+xnor | 22 | 22 | 6.37 |
| simple gates | 158 | 158 | 25.2 |
| buf+inv | 45 | 219 | 5.17 |
| mux | 20 | 20 | 7.52 |
| fa+ha+maj | 28 | 28 | 10.4 |
[cell usage in the layout (no fill, tap or decap), drive strengths merged, types with 4 or more instances in the layout]
cell           count
buf              160
nor2              37
inv               34
nand2             33
ha                28
a21oi             25
o21ai             23
nand3             21
dfxtp             20
mux2i             16
nor3              15
xnor2             15
clkdlybuf4s50     13
nand4             11
and3               8
and2               8
xor2               6
o2111ai            6
a211oi             6
dlymetal6s2s       5
o211ai             5
a31oi              5
clkbuf             5
a22oi              4
o22ai              4
nor4               4
a21o               4
o21a               4
a2111oi            4
[report_power, final]
group | switching [W] | internal [W] | leakage, nW
Sequential | 0 | 0.0000693 | 0.173
Combinational | 0.000509 | 0.000616 | 2.12
Clock | 0.0000217 | 0.0000251 | 0.0255
Total | 0.000531 | 0.000711 | 2.32
[repair_timing]
item	4_1_cts	5_1_grt
pin swaps	30	27
gates cloned	0	0
resized	45	45
setup endpoints to repair	7	7
buffers inserted	20	18
[area by class of cell]
cell class              count  area, sq um  area share, %
flip-flops and latches     21          430           8.12
inverters                  34          128           2.41
multi-input cells         358         3140           59.2
clock buffers               3         41.3          0.779
well taps                 105          131           2.48
repair buffers            181         1420           26.9
clock inverters             1         5.00         0.0945
[worst paths after layout]
| path | start | endpoint | slack (ns) |
|---|---|---|---|
| worst min register to register | DivisordeFrecuencia.contador[4] | DivisordeFrecuencia.contador[4] | 0.48 |
| worst max-delay path | Num_Bin[7] | Catodos[6] | 0.11 |
| worst max register to register | DivisordeFrecuencia.contador[13] | DivisordeFrecuencia.CLK_OUT | 9.06 |
| worst min-delay path | DivisordeFrecuencia.contador[4] | DivisordeFrecuencia.contador[4] | 0.48 |
Power figures rest on the tool's default switching activity, not on a simulated workload.
